===== flow/config.mk =====
export PLATFORM = sky130hd
export DESIGN_NAME = LFSR
export DESIGN_NICKNAME = LFSR
export VERILOG_FILES = /design/flow/design.v
export SDC_FILE = /design/flow/constraint.sdc
export NUM_CORES = 4
export LEC_CHECK = 1
export CORE_AREA = 10 10 70 70
export DIE_AREA = 0 0 80 80

===== flow/constraint.sdc =====
current_design LFSR

set clk_period 1.0
set clk_io_pct 0.2

create_clock -name clk0 -period $clk_period [get_ports {clk}]

set non_clock_inputs [all_inputs -no_clocks]
set_input_delay [expr $clk_period * $clk_io_pct] -clock clk0 $non_clock_inputs
set_output_delay [expr $clk_period * $clk_io_pct] -clock clk0 [all_outputs]

===== flow/design.v =====
`timescale 1ns / 1ps
module LFSR(
    input clk,
    input reset,     
    output reg [4:0] q,
    output way_to_replace
);
    always@(posedge clk) begin
        if(reset) 
            q <= 5'h1;
        else begin
            q <= {q[0],q[4],q[3]^q[0],q[2:1]};
        end 
    end
    assign way_to_replace = q[0];
endmodule

===== flow/run.sh =====
#!/bin/bash
# OpenROAD 26Q1-2900-gdf79404cd8, Yosys 0.63+post, stock flow scripts
make -C /OpenROAD-flow-scripts/flow DESIGN_CONFIG=/design/flow/config.mk WORK_HOME=/design/flow/orfs finish

==> flow_summary.yaml <==
# physical design summary
run_status:
  run_status: "complete, no violations"
logic_synthesis:
  synth_cells: 12
  syn_area_per_cell_sq_um: 12.1
  post_synth_area_hogs: "sky130_fd_sc_hd__dfxtp_1 (69%), sky130_fd_sc_hd__nor2b_1 (13%), sky130_fd_sc_hd__xnor2_1 (6.0%), sky130_fd_sc_hd__buf_4 (5.2%), sky130_fd_sc_hd__or2_1 (4.3%)"
  top_area_share_pct: 69.0
  synthesis.area_sq_um: 145
  yosysChipArea_sq_um: 145
  ys_types: 6
  yosysCellCount: 12
  synth-seq-area-share_pct: 69.0
  synth.yosys.warnings: 1
  synth_area_leader_cell: "sky130_fd_sc_hd__dfxtp_1"
  number_of_synthesized_register_bits: 5
routing:
  antenna_violating_nets_post_route: 0
  routed-via-count: 127
  antenna_cells: 0
  dr.pass1.iters: 2
  routed_wl_um: 438
  dr.first_iter.drc_count: 4
  vias_per_cell: 1.74
  route.detailed.drc: 0
  route.detailed.wl_per_inst_um: 6.00
clocking:
  clock.latency.late_pin_ns: 0.24
  cts.sinks: 5
  numCtsBuffers: 3
  clk_pin_slew_worst_paths_ns: 0.04
  tritoncts: "yes"
  cts.root.buffer_cell: "sky130_fd_sc_hd__clkbuf_4"
  htreeDepth: 1
  cts_buffer_depth: 2
global_route:
  grt_pass1_vias: 140
  global_route.overflow_total: 0
  global_route.usage.total_pct: 1.51
  initial_antenna_violation_count: 0
  wire_length_of_the_first_global_routing_pass_um: 648
  grt_max_degree: 4
floorplanning:
  die_height_um: 80
  initCoreUtil_pct: 4.25
  die_w_um: 80
  floorplan.rows: 21
  core_area_sq_um: 3420
  chip_area_sq_um: 6400
  ios: 8
final_layout:
  share_of_cells_above_drive_strength_1_pct: 51.9
  largest-register: "q"
  design_area_sq_um: 340
  fillCellCount: 402
  reg.largest.list: "q: 5 flops"
  most-common-layout-cells: "sky130_fd_sc_hd__clkdlybuf4s15_1 (5), sky130_fd_sc_hd__dfxtp_2 (5), sky130_fd_sc_hd__buf_4 (4)"
  largest_register_ff_count: 5
  area.growth.synth_to_final_pct: 134
sta:
  final_hold_fails: 0
  timing.max_slew.rel_slack_pct: 91.6
  min_period_ns: 0.968
  finalClockSkew_ns: 0.00163
  finalSetupViolations: 0
  rsz0062_at_grt: "yes"
  finalClockPeriodUsage_pct: 96.8
  fmaxAchievable_ghz: 1.03
  final_max_slew_viol_count: 0
  holdWs_ns: 0.426
  tightestPinTransition_ns: 0.125
worst_setup_path:
  critical-path-top-cell-by-count: "sky130_fd_sc_hd__buf_6"
  crit_fanout: 2
  critical_path.n_buffers_inverters: 2
  critical_path.startpoint_type: "flop"
  required_time_worst_endpoint_ns: 0.80
  worstPathCellList: "buf_6 > buf_6"
  worstPathArrival_ns: 0.77
  cp_slowest_stage_delay_ns: 0.32
  kind_of_capture_point_of_the_worst_setup_path: "primary output"
  critPathTopFamily: "flip-flops"
  critical-path-slowest-cell: "sky130_fd_sc_hd__dfxtp_2"
  ws_path_type: "reg2out"
hold_path:
  hold_class: "reg2reg"
power_and_ir_drop:
  power.density_nw_per_um2: 1530
  worst_ir_drop_vdd_mv: 0.388
  total_leakage_power_nw: 0.129
job:
  max_cap_viol_count: 0
  stage_log_warnings: 27
placement:
  dpl_cell_area_sq_um: 288
  gp_congestion: 0.734
  place.port_buffers: 7
==> layer usage <==
layer	vias to the layer above	part of all wire (%)	wire length (um)	GRT usage [%]
met1	51	47	205	1.73
li1	65	-	-	-
met3	0	30	130	2.73
met4	0	0	0	0
met2	11	23	101	1.20
met5	-	0	0	0
==> per-stage QoR <==
| stage | power [mW] | utilization, % | std cells | setup WS [ns] | setup TNS [ns] |
|---|---|---|---|---|---|
| 6_report | 0.520 | 9.96 | 73 | 0.0325 | 0 |
| 5_1_grt | 0.555 | 9.96 | 73 | -0.00870 | -0.00870 |
| 4_1_cts | 0.520 | 9.56 | 73 | -0.00482 | -0.00482 |
| 3_5_place_dp | 0.285 | 8.42 | 67 | -0.0319 | -0.0820 |
| 3_3_place_gp | 0.286 | 8.42 | 67 | -0.0153 | -0.0246 |
| 2_1_floorplan | 0.236 | - | 12 | 0.376 | 0 |
==> timing repair <==
item / CTS / global route
setup buffers: 2 / 0
pin swaps: 0 / 0
resized: 13 / 7
hold buffers: 0 / 0
setup endpoints to repair: 6 / 6
==> worst paths after layout <==
check | slack (ns) | endpoint | cells past startpoint | startpoint
max | 0.03 | q[0] | 2 | q[0]
min | 0.43 | q[0] | 1 | q[1]
max reg2reg | 0.12 | q[2] | 4 | q[0]
min reg2reg | 0.43 | q[0] | 1 | q[1]
==> worst register-to-register path: cells and delay by family (launching register included) <==
kind,cells,cell delay (ns)
DFF,1,0.32
xor gates and xnor gates,1,0.15
and+or+nand+nor,1,0.06
buffers and inverters,2,0.24
==> cell families after synthesis <==
| logic type | count (synthesis) | share of synthesized area, % |
|---|---|---|
| XOR/XNOR | 1 | 6.04 |
| buffers and inverters | 1 | 5.17 |
| flip-flops | 5 | 69.0 |
| AND/OR/NAND/NOR | 5 | 19.8 |
==> cell usage after synthesis <==
master	count
sky130_fd_sc_hd__xnor2_1	1
sky130_fd_sc_hd__nor2b_1	3
sky130_fd_sc_hd__dfxtp_1	5
sky130_fd_sc_hd__buf_4	1
sky130_fd_sc_hd__or2_1	1
sky130_fd_sc_hd__nor2_1	1
==> layout make-up <==
| class | count | area, sq um | share of cell area [%] |
|---|---|---|---|
| clock buffers | 4 | 26.3 | 7.72 |
| multi-input cells | 6 | 37.5 | 11.0 |
| well taps | 46 | 57.6 | 16.9 |
| flip-flops and latches | 5 | 106 | 31.3 |
| repair buffers | 12 | 113 | 33.1 |
==> power breakdown <==
part | leakage [nW] | switching (mW) | internal, mW | total, mW
logic | 0.0717 | 0.0162 | 0.0481 | 0.0643
clock network | 0.0150 | 0.0804 | 0.151 | 0.231
registers | 0.0428 | 0.00720 | 0.217 | 0.224
Power figures rest on the tool's default switching activity, not on a simulated workload.
