File: design/flow/design.v
module cpu_axi_interface
(
    input         clk,
    input         resetn, 
    input          inst_rd_req  ,         
    input  [ 2: 0] inst_rd_type ,
    input  [31: 0] inst_rd_addr ,
    output         inst_rd_rdy  ,         
    output         inst_ret_valid,        
    output         inst_ret_last,
    output [31: 0] inst_ret_data, 
    input          data_rd_req  ,         
    input  [ 2: 0] data_rd_type ,
    input  [31: 0] data_rd_addr ,
    output         data_rd_rdy  ,         
    output         data_ret_valid,        
    output         data_ret_last,
    output [31: 0] data_ret_data,
    input          data_wr_req  ,         
    input  [ 2: 0] data_wr_type ,
    input  [31: 0] data_wr_addr ,
    input  [ 3: 0] data_wr_wstrb,
    input  [127:0] data_wr_data ,
    output         data_wr_rdy  ,         
    output [3 :0] arid         ,
    output [31:0] araddr       ,
    output [7 :0] arlen        ,
    output [2 :0] arsize       ,
    output [1 :0] arburst      ,
    output [1 :0] arlock        ,
    output [3 :0] arcache      ,
    output [2 :0] arprot       ,
    output        arvalid      ,
    input         arready      ,
    input  [3 :0] rid          ,
    input  [31:0] rdata        ,
    input  [1 :0] rresp        ,
    input         rlast        ,
    input         rvalid       ,
    output        rready       ,
    output [3 :0] awid         ,
    output [31:0] awaddr       ,
    output [7 :0] awlen        ,
    output [2 :0] awsize       ,
    output [1 :0] awburst      ,
    output [1 :0] awlock       ,
    output [3 :0] awcache      ,
    output [2 :0] awprot       ,
    output        awvalid      ,
    input         awready      ,
    output [3 :0] wid          ,
    output [31:0] wdata        ,
    output [3 :0] wstrb        ,
    output        wlast        ,
    output        wvalid       ,
    input         wready       ,         
    input  [3 :0] bid          ,
    input  [1 :0] bresp        ,
    input         bvalid       ,         
    output        bready       
);
wire        inst_req     ;
wire        inst_wr      ;
wire [1 :0] inst_size    ;
wire [31:0] inst_addr    ;
wire [31:0] inst_wdata   ;
assign inst_req = inst_rd_req;
assign inst_wr = 0;          
assign inst_size = 2'b10;    
assign inst_addr = inst_rd_addr;
assign inst_wdata = 0;
assign inst_ret_data = rdata;
wire        data_req     ;
wire        data_wr      ;
wire [1 :0] data_size    ;
wire [31:0] data_addr    ;
wire [31:0] data_wdata   ;
assign data_req = data_rd_req | data_wr_req;
assign data_wr = (data_wr_req) ? 1 : 0;
assign data_size = 2'b10;
assign data_addr = (data_wr_req) ? data_wr_addr : data_rd_addr;
assign data_wdata = (w_index == 0) ? data_wr_data[31:0] : w_store[w_index*32 +: 32];
assign data_ret_data = rdata;
reg [3:0]   w_index;
reg [127:0] w_store;
always @(posedge clk) begin
    if (!resetn || data_wr_req) begin
        w_index <= 0;
        w_store <= data_wr_data;
    end
    else if (wvalid && wready && w_index <= awlen) begin
        w_index <= w_index + 1;
    end
    else if (bvalid)begin
        w_index <= 0;
    end
end
reg do_req;
reg do_req_or;  
reg        do_wr_r;
reg [1 :0] do_size_r;
reg [2 :0] do_type;
reg [31:0] do_addr_r;
reg [31:0] do_wdata_r;
wire data_back;
always @(posedge clk)
begin
    do_req     <= !resetn                       ? 1'b0 : 
                  (inst_req||data_req)&&!do_req ? 1'b1 :
                  data_back                     ? 1'b0 : do_req;
    do_req_or  <= !resetn ? 1'b0 : 
                  !do_req ? data_req : do_req_or;
    do_wr_r    <= data_req&&!do_req ? data_wr :
                  inst_req&&!do_req ? inst_wr : do_wr_r;
    do_size_r  <= data_req&&!do_req ? data_size :
                  inst_req&&!do_req ? inst_size : do_size_r;
    do_type    <= data_req&&!do_req ? (data_wr ? data_wr_type : data_rd_type) :
                  inst_req&&!do_req ? inst_rd_type : do_type;
    do_addr_r  <= data_req&&!do_req ? data_addr :
                  inst_req&&!do_req ? inst_addr : do_addr_r;
end
assign data_wr_rdy    = !do_req;
assign data_rd_rdy    = !do_req && !data_wr_req;               
assign data_ret_valid = rvalid && do_req_or;       
assign data_ret_last  = rlast && do_req_or;       
assign data_ret_data  = rdata;
assign inst_rd_rdy    = !do_req && !data_req;         
assign inst_ret_valid = rvalid && !do_req_or;        
assign inst_ret_last  = rlast && !do_req_or;
assign inst_ret_data  = rdata; 
reg addr_rcv;
reg wdata_rcv;
assign data_back = addr_rcv && (rvalid&&rlast&&rready||bvalid&&bready);         
always @(posedge clk)
begin
    addr_rcv  <= !resetn          ? 1'b0 :                           
                 arvalid&&arready ? 1'b1 :                           
                 awvalid&&awready ? 1'b1 :                           
                 data_back        ? 1'b0 : addr_rcv;
    wdata_rcv <= !resetn        ? 1'b0 :                             
                 bvalid&&bready ? 1'b1 :                             
                 data_back      ? 1'b0 : wdata_rcv;
end
assign arid    = 4'd0;
assign araddr  = do_addr_r;
assign arlen   = (do_type == 3'b100) ? 8'h03 : 0;
assign arsize  = 3'b010;
assign arburst = 2'd1;
assign arlock  = 2'd0;
assign arcache = 4'd0;
assign arprot  = 3'd0;
assign arvalid = do_req&&!do_wr_r&&!addr_rcv;    
assign rready  = 1'b1;                           
assign awid    = 4'd0;
assign awaddr  = do_addr_r;
assign awlen   = (do_type == 3'b100) ? 8'h03 : 0;                           
assign awsize  = (do_type == 3'b100 || do_type == 3'b010) ? 3'b010 : 
                 (do_type == 3'b001) ? 3'b001 : 3'b000;
assign awburst = 2'd1;
assign awlock  = 2'd0;
assign awcache = 4'd0;
assign awprot  = 3'd0;
assign awvalid = do_req&&do_wr_r&&!addr_rcv;     
assign wid    = 4'd0;
assign wdata  = data_wdata;
assign wstrb  = (do_type == 3'b000) ? 4'b0001<<do_addr_r[1:0] :
                (do_type == 3'b001) ? 4'b0011<<do_addr_r[1:0] : 4'b1111;
assign wlast  = do_type == 3'b100 ? (w_index == 4'd3) : 1;
assign wvalid = do_req&&do_wr_r&&(w_index <= awlen);                 
assign bready  = 1'b1;
endmodule
File: design/flow/run.sh
#!/bin/bash
# OpenROAD 26Q1-2900-gdf79404cd8, Yosys 0.63+post, stock flow scripts
make -C /OpenROAD-flow-scripts/flow DESIGN_CONFIG=/design/flow/config.mk WORK_HOME=/design/flow/orfs finish
File: design/flow/config.mk
export PLATFORM = sky130hd
export DESIGN_NAME = cpu_axi_interface
export DESIGN_NICKNAME = cpu_axi_interface
export VERILOG_FILES = /design/flow/design.v
export SDC_FILE = /design/flow/constraint.sdc
export NUM_CORES = 4
export LEC_CHECK = 1
export CORE_AREA = 10 10 280 280
export DIE_AREA = 0 0 290 290
File: design/flow/constraint.sdc
current_design cpu_axi_interface

set clk_period 5.9
set clk_io_pct 0.2

create_clock -name clk0 -period $clk_period [get_ports {clk}]

set non_clock_inputs [all_inputs -no_clocks]
set_input_delay [expr $clk_period * $clk_io_pct] -clock clk0 $non_clock_inputs
set_output_delay [expr $clk_period * $clk_io_pct] -clock clk0 [all_outputs]
==> run summary <==
Result of the run: completed
Remaining max-slew budget at the tightest pin: 0.4154
Vias per Instance: 3.067
Number of remaining DRC errors: 0
Clock-pin slew on the worst setup and hold paths: 80 ps
Smallest setup slack after layout: 1761 ps
Final setup violation count: 0
Endpoint arrival time on the critical path: 2960 ps
Hold-fix buffer count after cts: 0
Element type at the critical path end: output pin
Avg Cell Area, Syn: 13.79 µm²
Yosys warning tally: 1
Routed wire length per instance: 16.07 µm
Clock root buffer master: sky130_fd_sc_hd__clkbuf_16
Die Y-Extent: 290 µm
Setup CP Type: register to output pin
Ports placed on the boundary: 525
Asr flop ratio synth: 0
Type of the worst min-delay path: register to register
Worst hold stages: 1
P per Cell Area: 252.7 mW/mm²
Total number of vias: 5,686
Gate count after technology mapping: 627
Internal reg-to-reg setup slack: 3620 ps
Final weighted congestion of routability-driven global placement: 0.8162
GR Layer Usage met2: 0.1083
Number of cells on the worst reg-to-reg path: 8
Final critical-path required period: 4139 ps
Max Root-Sink Buffers: 2
Grt ovf: 0
Die Size: 0.08410 mm²
Area of the mapped netlist: 0.008646 mm²
VDD IR-drop max: 0.0001979 V
Leading cell types by total area after synthesis: sky130_fd_sc_hd__edfxtp_1, sky130_fd_sc_hd__buf_4, sky130_fd_sc_hd__mux4_2
Area of the core region: 0.07185 mm²
Post-synthesis to final-layout area growth: 52.03%
Total number of placement rows: 98
Register share after synthesis: 0.5858
Leakage power total: 4.788 nW
CP Data Required Time: 4720 ps
Synthesized registers: 171
Transition at the pin with the smallest max-transition slack: 873.7 ps
EDFF count, synth: 164
Initial DRC Count: 164
Capture point of the worst reg-to-reg path: w_index[2]
Filler instances: 7,804
Final-report hold violation count: 0
Count of placed standard cells in the final layout, fillers left out: 1,854
Worst Path Max Fanout: 19
Fin Clk Skew: 7.879 ps
Sum of net half-perimeters after detailed placement: 23.28 mm
Largest net degree at the start of global routing: 105
Count of instantiated cells in the yosys netlist: 627
Setup TNS Final: 0 ps
Overall global routing resource usage: 0.07003
Critical Path Start Type: register
Destination of the worst hold path: w_index[3]
Max-capacitance violation count: 0
Chip area in the Yosys report: 0.008646 mm²
Max-area cell share: 0.5696
DRT antenna net count: 0
Global-route wire length before repair: 43.30 mm
Initial antenna violation count: 6
Flip-flop and latch area: 0.005070 mm²
Number of sinks on the clock net: 171
Setup fix buffers added after clock tree synthesis: 0
Final wirelength: 29.79 mm
Number of iterations in the first detailed-routing pass: 4
Main flop type: sky130_fd_sc_hd__edfxtp_1
Clock tree from TritonCTS: yes
Number of distinct library cells after synthesis: 35
Critical hold path startpoint: w_index[3]
RSZ-0062 raised after global routing: false
Most heavily used metal layer in global routing: met2
Met3 Usage GRT: 0.04825
Resized Gates After CTS: 0
Place WS: 2104 ps
Number of placed cells counting well taps: 1,820
Number of global-route vias before repair: 6,442
Final Max-Slew Violation Tally: 0
Worst reg2reg path startpoint: do_type[0]
Die width: 290 µm
Cell type with the highest aggregate area in the netlist: sky130_fd_sc_hd__edfxtp_1
Depth of the CTS H-tree: 4
Number of clock buffers inserted by TritonCTS: 17
Ratio of cells with drive above 1 in the final layout: 0.09867
Combinational Area: 0.002490 mm²
Port Buf Inserts: 360
Global Route met1 Usage: 0.08024
Effective utilization at floorplan: 0.1203
Peak clock frequency supported by timing: 0.2416 GHz
Number of OpenROAD warnings: 48
Period utilization: 0.7016
Clock Latency Late Sink: 490 ps
Final Total Pwr: 3.322 mW
power by group:
group,internal [mW],switching (mW)
logic,0.364,0.167
registers,1.47,0.0609
clock network,0.657,0.602
layout make-up:
cell class | count | share of cell area
Tap cell | 950 | 0.09043
Inverter | 9 | 0.002570
Sequential cell | 171 | 0.3857
Multi-Input combinational cell | 317 | 0.1894
Clock inverter | 15 | 0.01694
Antenna cell | 2 | 0.0003808
Clock buffer | 17 | 0.03237
Timing Repair Buffer | 373 | 0.2822
routing by layer:
metal,part of all wire,vias to the layer above
met5,0.0027,-
met4,0.019,12
met3,0.14,49
met2,0.46,323
met1,0.38,2700
li1,-,2602
how the worst max path moves through the flow:
| stage | start | end | slack (ps) |
|---|---|---|---|
| after global routing | w_index[0] | wdata[3] | 1450 |
| final | w_index[0] | wdata[3] | 1760 |
| after CTS | w_index[0] | wdata[3] | 1560 |
registers in the layout, indices dropped and copies added (netlist names):
| register | count |
|---|---|
| w_store | 128 |
| do_addr_r | 32 |
| addr_rcv | 1 |
| do_type | 3 |
| do_req_or | 1 |
| w_index | 4 |
| do_req | 1 |
| do_wr_r | 1 |
placed cells by master, fill, tap and decap left out, types with 2 or more instances in the layout:
cell type	instances
sky130_fd_sc_hd__a21oi_1	3
sky130_fd_sc_hd__a211o_1	2
sky130_fd_sc_hd__mux2i_1	69
sky130_fd_sc_hd__clkinv_8	4
sky130_fd_sc_hd__clkbuf_16	17
sky130_fd_sc_hd__and2_1	3
sky130_fd_sc_hd__o21ai_4	2
sky130_fd_sc_hd__ha_1	6
sky130_fd_sc_hd__clkinv_4	2
sky130_fd_sc_hd__nand2_1	40
sky130_fd_sc_hd__diode_2	2
sky130_fd_sc_hd__bufinv_16	2
sky130_fd_sc_hd__o21ai_0	40
sky130_fd_sc_hd__inv_8	5
sky130_fd_sc_hd__nor2_1	40
sky130_fd_sc_hd__edfxtp_1	164
sky130_fd_sc_hd__nand3_1	3
sky130_fd_sc_hd__mux4_2	32
sky130_fd_sc_hd__clkdlybuf4s50_1	359
sky130_fd_sc_hd__conb_1	52
sky130_fd_sc_hd__nor2b_1	6
sky130_fd_sc_hd__inv_1	9
sky130_fd_sc_hd__nor3_1	3
sky130_fd_sc_hd__dfxtp_1	5
sky130_fd_sc_hd__buf_4	12
kinds of logic after synthesis:
logic type,count (synthesis),synth area share
flops,171,0.5858
other cells,2,0.0008686
simple gates,102,0.05109
xor+xnor,1,0.001013
fa+ha+maj,7,0.01013
buf+inv,189,0.1517
compound gates,54,0.03618
mux,101,0.1632
critical path, stage by stage, from the launching register on:
cell and delay [ps]:
sky130_fd_sc_hd__dfxtp_4 570, sky130_fd_sc_hd__buf_4 500, sky130_fd_sc_hd__mux4_2 560, sky130_fd_sc_hd__mux2i_1 190, sky130_fd_sc_hd__nor2_1 100, sky130_fd_sc_hd__clkdlybuf4s50_1 520
cells in the mapped netlist (all sizes together) (2+ instances only):
cell type / n
a211o: 2
and2: 3
a21oi: 4
ha: 7
o21ai: 42
nand3: 3
buf: 166
nor2: 40
edfxtp: 164
nand2: 41
nor3b: 2
inv: 9
conb: 2
mux2i: 69
nor3: 3
dfxtp: 7
clkbuf: 14
mux4: 32
nor2b: 6
through the flow:
stage | cell area (µm²) | util | hold WS [ps]
global route | 13140 | 0.1829 | 507.8
global placement | 12490 | 0.1738 | 474.1
finish | 13140 | 0.1829 | 498.6
detailed placement | 12490 | 0.1738 | 486.3
CTS | 13140 | 0.1829 | 499.4
floorplan | 8833 | - | 462.9
Power figures rest on the tool's default switching activity, not on a simulated workload.
